--- flow/run.sh ---
#!/bin/bash
# OpenROAD 26Q1-2900-gdf79404cd8, Yosys 0.63+post, stock flow scripts
make -C /OpenROAD-flow-scripts/flow DESIGN_CONFIG=/design/flow/config.mk WORK_HOME=/design/flow/orfs finish
--- flow/config.mk ---
export PLATFORM = sky130hd
export DESIGN_NAME = regfile
export DESIGN_NICKNAME = regfile
export VERILOG_FILES = /design/flow/design.v
export SDC_FILE = /design/flow/constraint.sdc
export NUM_CORES = 4
export LEC_CHECK = 1
export CORE_UTILIZATION = 40
--- flow/constraint.sdc ---
current_design regfile

set clk_period 5.2
set clk_io_pct 0.2

create_clock -name clk0 -period $clk_period [get_ports {clk}]

set non_clock_inputs [all_inputs -no_clocks]
set_input_delay [expr $clk_period * $clk_io_pct] -clock clk0 $non_clock_inputs
set_output_delay [expr $clk_period * $clk_io_pct] -clock clk0 [all_outputs]
--- flow/design.v ---
module regfile (
    input wire clk,
    input wire reset,
    input wire write_en,
    input wire [3:0] write_reg,
    input wire [31:0] write_data,
    input wire [3:0] read_regA,
    input wire [3:0] read_regB,
    output reg [31:0] data_regA,
    output reg [31:0] data_regB
  );
  reg [31:0] data [0:15];
  integer i;
  always @(posedge clk) begin
    if (write_en)
      data[write_reg] = write_data;
	  data_regA <= data[read_regA];
	  data_regB <= data[read_regB];
  end
endmodule
==> run notes <==
fresh numbers from the pnr run: outcome=complete, no violations, area delta synth->final=16.98%, Worst R2R End=data_regA[7]$_DFF_P_, H-tree levels=3, Post-synth ARST share=0%, count leader, synth=dfxtp_1, leak pwr=13.61 nW, CP top delay family=buffers and inverters, Final GP Congestion=0.9755, area leader, netlist=dfxtp_1, ranking of synthesized cells by area=dfxtp_1, mux2i_1, a21oi_1, Synth Flop Type=dfxtp_1, Worst setup EP type=flop, Critical Path Start=write_en, CTS resizes=0, fin cells=3844, CTS Buffer Depth=3, drc violations=0, drt first-iter violations=2328, tally of buffers added on design ports=109, Final Hold Vio Count=0, Total GRT Usage=31.28%, Post-synth EDFFs=0, Slew headroom=30.25%, DP Cell Count=3725, Routed WL=102400 um, grt ovf=0, I/O Pins=111, Avg Synthesized Cell Area=9.012 um^2, Pwr Density=422.7 nW/um^2, CTS tree=yes, Reg clk slew, reported paths=0.06 ns, clock root cell=clkbuf_16, Max stage delay on crit path=0.60 ns, initial antenna violation count=2, Setup CP Type=input port to flop, Tcrit/Tclk final=76.76%, chip area=66280 um^2, CP bufs+invs=3, Syn. warnings=2, Peak VDD IR=0.2625 mV, Synth Instances=2896, clock latency (worst-skew pair)=0.62 ns, average wire per standard cell=26.65 um, Post-synth seq share=44.18%, clk_skew=0.02429 ns, top cells by count=dfxtp_1, mux2i_1, inv_1, hold_buf cts=0, Synth cell types=56, Startpoint Class=input port, pin count of the biggest net entering global routing=65, vias in the first global route=22932, Log Warnings=26, Hold Path Cell Cnt=2, Layout Utilization=47.36%, drt via density=6.175, slowest stage cell, crit path=clkdlybuf4s50_1, Maximum Capacitance Violations=0, Final setup viols=0, Starting Density=40.49%, Hold/Removal Path Class=flop to flop, most frequent CP cell=buf_4, Num CTS Buffers=66, # clock sinks=576, worst r2r src=data[13][7]$_DFF_P_, critical-path cell list=clkdlybuf4s50_1 -> nor3b_4 -> buf_4 -> nand2_2 -> buf_4 -> mux2_2 -> a2111o_1 -> a2111oi_0 -> a22oi_1, Die Height=257.4 um, worst reg-to-reg setup slack=3.31 ns, f_max=250.5 MHz, fin crit period=3.992 ns, DIE WIDTH=257.4 um, reg2reg path depth=5, Core ar.=64460 um^2, # Cells Yosys=2896, Final ANT Viol Nets=0, WP data arrival=4.44 ns, first-pass GRT wire length=149300 um, buffers inserted by post-CTS timing repair=0, Synth Register Bits=576, # rows=93, Via Count=23736, First-pass DRT Iterations=6, WP data required=5.65 ns, yosys stat chip area=26100 um^2, crit-path max FO=28, unrepaired setup endpoints after global routing=no, Worst Tran Pin Value=1.044 ns, Yosys top cell area share=44.18%, HP Start=data[8][4]$_DFF_P_, worst hold path endpoint=data[8][4]$_DFF_P_, Setup TNS=0 ns, Post-Syn Area=26100 um^2, Final Slew Violations=0, layout cells sized above 1=11.61%, HPWL after DPL=63430 um
final cells by class:
class / count / area, um^2
clock buffers: 99 / 1998
clock inverters: 19 / 211.5
flip-flops and latches: 576 / 11530
diodes: 1 / 2.502
multi-input cells: 1797 / 12630
fillers: 5787 / 33930
repair buffers: 223 / 2059
well taps: 855 / 1070
inverters: 274 / 1028
metrics by stage:
step	hold WS, ns	area [um^2]	setup slack, ns	power, mW
finish	0.4775	30530	1.208	12.91
global route	0.4885	30530	1.143	13.48
detailed placement	0.4622	28320	0.7139	8.187
CTS	0.4777	30530	1.343	12.91
global placement	0.4519	28320	0.8035	8.113
floorplan	0.4387	26100	2.142	7.289
sequential cells by signal, summed over array words and instances (netlist names):
register	flops
data_regB	32
data	512
data_regA	32
tightest hold or removal path: cells and delay by family, from the launching register on:
family                 cells  cell delay, ns
flip-flops                 1            0.31
multiplexers               1            0.07
buffers and inverters      1            0.07
power breakdown:
| group | leakage, nW | total (mW) | switching (mW) | internal (mW) |
|---|---|---|---|---|
| Clock | 1.10 | 4.74 | 1.92 | 2.81 |
| Combinational | 7.68 | 2.46 | 1.47 | 0.980 |
| Sequential | 4.83 | 5.71 | 0.249 | 5.47 |
| Total | 13.6 | 12.9 | 3.65 | 9.26 |
cell families after synthesis:
group | count (synthesis) | share of synthesized area, %
AOI/OAI and AO/OA | 886 | 22.55
and+or+nand+nor | 554 | 11.20
DFF | 576 | 44.18
buffers and inverters | 523 | 7.900
muxes | 357 | 14.18
worst max path at each step:
stage | endpoint | slack, ns | cells past startpoint
after global routing | data_regB[17]$_DFF_P_ | 1.14 | 9
final | data_regB[17]$_DFF_P_ | 1.21 | 9
after CTS | data_regB[17]$_DFF_P_ | 1.34 | 9
cell usage in the layout (no fill, tap or decap), types with 12 or more instances in the layout:
cell             netlist  routed
dfxtp_1              576     576
mux2i_1              274     274
inv_1                270     270
a21oi_1              258     258
nand2_1              195     194
nand3_1              168     163
o21ai_0              143     143
o22ai_1              133     133
clkdlybuf4s50_1        0     109
buf_4                  5     105
o2bb2ai_1             88      88
mux2_2                70      70
clkbuf_16              0      68
a22oi_1               61      61
nor4b_1               61      60
a2111oi_0             45      45
nor2_1                46      41
a2111o_1              36      36
o21ai_1               22      22
a21o_1                19      19
clkbuf_8               0      18
a31oi_1               15      15
a2111oi_2             15      15
and4_1                14      14
and2_1                13      13
clkbuf_1             188      13
o21bai_1              12      12
routing by layer:
metal	track usage (%)	share of wire, %	vias to the layer above	wire (um)
li1	-	-	10621	-
met1	43.65	40	11320	40860
met2	45.71	43	1471	44200
met3	10.79	12	322	12690
met4	11.36	4.6	2	4678
met5	0	0.013	-	13
Power is estimated from default activity; no workload was simulated.
